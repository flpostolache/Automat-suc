==> ./design.v <==
`timescale 1ns / 1ps
module Automat(clk, reset, LEU1, LEI5, LEI10, REST1, REST5, ELIBSTICLA);
input clk, reset, LEU1, LEI5, LEI10;
output reg REST5, ELIBSTICLA;
output reg REST1;
reg [2:0] state, nextstate;
parameter s0 = 3'b000;   
parameter s1 = 3'b001;   
parameter s2 = 3'b010;   
parameter s3 = 3'b011;   
parameter s4 = 3'b100;   
parameter s5 = 3'b101;   
parameter s6 = 3'b110;   
parameter s7 = 3'b111;
always @(posedge clk)
begin
    if (reset)
        state <= 3'b000;
    else
        state <= nextstate;
end
always @(state, LEU1, LEI5, LEI10)
begin
   REST1 = 0; REST5 = 0; ELIBSTICLA = 0;
   case (state)
   s0: begin
        if(LEU1)
            begin nextstate <= s1; REST1 = 0; REST5 = 0; ELIBSTICLA = 0; end
        if(LEI5)
            begin nextstate <= s4; REST1 = 1; REST5 = 0; ELIBSTICLA = 0; end
        if(LEI10)
            begin nextstate <= s3; REST1 = 0; REST5 = 1; ELIBSTICLA = 0; end
        end
   s1: begin
        if(LEU1)
            begin nextstate <= s2; REST1 = 0; REST5 = 0; ELIBSTICLA = 0; end
       end
   s2: begin
        if(LEU1)
            begin nextstate <= s5; REST1 = 0; REST5 = 0; ELIBSTICLA = 0; end
        end
   s3: begin nextstate <= s4; REST1 = 1; REST5 = 0; ELIBSTICLA = 0; end
   s4: begin nextstate <= s5; REST1 = 1; REST5 = 0; ELIBSTICLA = 0; end
   s5: begin nextstate <= s0; REST1 = 0; REST5 = 0; ELIBSTICLA = 1; end
   default: begin nextstate <= s0; REST1 = 0; REST5 = 0; ELIBSTICLA = 0; end 
   endcase
end
endmodule
==> ./run.sh <==
#!/bin/bash
# OpenROAD 26Q1-2900-gdf79404cd8, Yosys 0.63+post, stock flow scripts
make -C /OpenROAD-flow-scripts/flow DESIGN_CONFIG=/design/flow/config.mk WORK_HOME=/design/flow/orfs finish
==> ./config.mk <==
export PLATFORM = sky130hd
export DESIGN_NAME = Automat
export DESIGN_NICKNAME = Automat
export VERILOG_FILES = /design/flow/design.v
export SDC_FILE = /design/flow/constraint.sdc
export NUM_CORES = 4
export LEC_CHECK = 1
export CORE_AREA = 10 10 70 70
export DIE_AREA = 0 0 80 80
==> ./constraint.sdc <==
current_design Automat

set clk_period 1.4
set clk_io_pct 0.2

create_clock -name clk0 -period $clk_period [get_ports {clk}]

set non_clock_inputs [all_inputs -no_clocks]
set_input_delay [expr $clk_period * $clk_io_pct] -clock clk0 $non_clock_inputs
set_output_delay [expr $clk_period * $clk_io_pct] -clock clk0 [all_outputs]
==> impl_metrics.ini <==
; implementation run metrics
[run_status]
status = finished clean

[worst_setup_path]
crit_path_start_kind = flip-flop
cp-end-kind = primary output
worstSetupPathType = reg2out
critPathMaxFanout = 4
critPathMaxStageDelay_ns = 0.34
cp.arrival_ns = 1.05
crit_required_ns = 1.12
path_cells = buf_4 -> nor4b_2 -> buf_2
slowest_stage = dfxtp_4

[yosys]
flop_cell = dlxtn_1
syn_area_um2 = 211
top_area_cell = dfxtp_1
numSynthFlops = 6
async_flop_share_pct = 0
syn_avg_cell_area_um2 = 8.46
ys_cells = 25
area_leaders = dfxtp_1 (28%), dlxtn_1 (21%), nor2b_1 (12%)
common_cells = nor2b_1 (4), dfxtp_1 (3), dlxtn_1 (3), nor2_1 (3), o21ai_0 (3)
synth_cells = 25
yosysMostFrequentCell = nor2b_1
yosys-stat-area_um2 = 211
synth_cell_types = 13
ys_warn_count = 1
enable_flop_cells = 0
yosys.area.top_type_share_pct = 28.4

[cells_and_area]
comb_area_um2 = 128
finalNonFillerCells = 88
syn_to_final_growth_pct = 104
layout.area.seq_um2 = 114
fillCellCount = 396
drive_above_1_share_pct = 45.2

[detailed_routing]
drc_errors = 0
drt-total-wl_um = 624
detail-route-antenna-nets = 0
avgViaCountPerCell = 2.59
avgRoutedWirePerCell_um = 7.09
drtIter0Drc = 9
firstDrtPassIters = 2
vias = 228
antenna_cells = 0

[placement]
port_buffers = 7
dp_hpwl_um = 472
gp_congestion = 0.720
dp_cells = 82

[floorplanning]
die_y_um = 80
core_area_um2 = 3420
pin_count = 8
die-area_um2 = 6400
rows = 21
fp_util_pct = 6.19
die_w_um = 80

[timing]
slew_violations = 0
final_hold_viol_count = 0
setup_violations = 0
fin_crit_ns = 1.33
finalClockPeriodUsage_pct = 95.1
untimed_endpoints = 3
rsz0062_at_grt = false
worstMarginPinSlew_ns = 0.177
slew-limit-headroom_pct = 88.1
tns_ns = 0
unclocked_regs = 3
fmaxAchievable_ghz = 0.751

[clocking]
cts_buffers = 3
clock_path_buffers = 2
clock-root-buffer = clkbuf_4
cts_tree = yes
clkTransAtPathRegs_ns = 0.04
htree_levels = 1
ctsHoldBuffers = 0

[min_path]
hold_end = state[2]
min-delay-start = reset
min_path_type = in2reg
holdPathStages = 2

[power]
power_density_nw_per_um2 = 706
ir_drop_uv = 123
cellLeakagePower_nw = 0.187

[global_routing]
gr-total-overflow = 0
grt_pass1_wl_um = 1040
grt_max_degree = 9
grt_pass1_vias = 231
grt_usage_pct = 1.95
antenna_found_initial = 0

[run]
warning_count = 25
cap_violations = 0
[power by group]
part / total, mW / switching (mW) / internal [mW]
Sequential: 0.0972 / 0.00494 / 0.0923
Clock: 0.158 / 0.0512 / 0.107
Combinational: 0.0481 / 0.0170 / 0.0311
[flip-flops by register name (all words and copies together), names as in the netlist]
register,count
nextstate,3
state,3
[cells in the final DEF, fill, tap and decap left out, types with 2 or more instances in the layout]
cell and n:
buf_4 6, nor2b_1 3, clkbuf_4 3, dlygate4sd2_1 3, dlxtn_1 3, nor2_1 2
o21ai_1 2, and3_1 2, clkdlybuf4s50_1 2, buf_2 2, dfxtp_4 2
[cell type report]
type                            count  share of cell area, %
Multi-Input combinational cell     18                   29.7
Sequential cell                     6                   26.5
Clock buffer                        4                   6.10
Tap cell                           46                   13.4
Timing Repair Buffer               13                   23.5
Inverter                            1                  0.872
[how the worst max path moves through the flow]
stage,slack [ns],end,from
after CTS,0.04,REST1,state[1]
after global routing,0.01,REST1,state[1]
final,0.07,REST5,state[1]
[critical path, delay by kind of cell (launching register included)]
family                 cells  cell delay, ns
and+or+nand+nor            1            0.19
buffers and inverters      2            0.27
DFF                        1            0.34
[cell families (layout without fill, tap and decap cells)]
logic type / count (synthesis) / in the layout / share of synthesized area, %
and+or+nand+nor: 11 / 11 / 29.0
AOI/OAI and AO/OA: 7 / 7 / 19.5
DFF: 3 / 3 / 28.4
latches: 3 / 3 / 21.3
buffers and inverters: 1 / 18 / 1.77
[timing repair]
action / CTS / global route
resized: 22 / 0
buffers inserted: 2 / 0
endpoints found under the setup margin: 3 / 1
pin swaps: 1 / 1
[per-stage QoR]
step                      instance area, µm²  utilization, %  hold slack (ns)  power [mW]  setup slack (ns)
after CTS                                430            12.6            0.648       0.308            0.0438
after detailed placement                 369            10.8            0.888       0.144            -0.500
final                                    430            12.6            0.646       0.304            0.0681
after global routing                     430            12.6            0.668       0.318            0.0119
after global placement                   369            10.8            0.876       0.144            -0.491
after floorplan                          211               -            0.352       0.113             0.511
[metal layers]
| layer | routed length (µm) | part of all wire, % | track usage [%] |
|---|---|---|---|
| met1 | 206 | 33 | 1.74 |
| met4 | 53 | 8.5 | 1.58 |
| met5 | 0 | 0 | 0 |
| met2 | 350 | 56 | 3.77 |
| met3 | 15 | 2.4 | 0.227 |
Power is estimated from default activity; no workload was simulated.
